[design/flow/design.v]
package accel_pkg;
typedef struct packed{
    logic signed[15:0] x;
    logic signed[15:0] y;
    logic signed[15:0] z;
    logic signed[15:0] v;
} accel_data_t;
endpackage: accel_pkg
module fifo_ebr
#(parameter DATA_WIDTH = 16, parameter NUM_ELEMENTS=32)
(
    input logic clk,
    input logic reset,
    input logic input_valid,
    input logic[DATA_WIDTH-1:0] data_in,
    output logic ready_for_input,
    output logic fifo_empty,
    output logic output_valid,
    output logic[DATA_WIDTH-1:0] data_out,
    input logic ready_for_output
);
localparam ADDRESS_WIDTH = $clog2(NUM_ELEMENTS);
logic[DATA_WIDTH-1:0] mem[NUM_ELEMENTS];
initial begin 
    for(int i=0; i<NUM_ELEMENTS; i++) begin
        mem[i] = 'd0;
    end
end
logic [ADDRESS_WIDTH:0] element_count;
logic [ADDRESS_WIDTH-1:0] write_idx, read_idx;
logic empty, full, qualified_write, qualified_read;
assign qualified_read = ready_for_output & ~empty;
assign qualified_write = input_valid & ~full;
assign ready_for_input = ~full;
assign fifo_empty = empty;
always_ff @ (posedge clk) begin
    if (reset) begin
        empty <= 1'b1;
        full <= 1'b0;
        write_idx <= 'd0;
        read_idx <= 'd0;
        element_count <= 'd0;
    end
    else begin
        if (qualified_read & qualified_write) begin
            empty <= empty;
            full <= full;
            element_count <= element_count;
            write_idx <= write_idx + 'd1;
            read_idx <= read_idx + 'd1;
        end
        else if (qualified_read) begin
            empty <= element_count == 'd1;
            full <= 1'b0;
            element_count <= element_count - 'd1;
            write_idx <= write_idx;
            read_idx <= read_idx + 'd1;
        end
        else if (qualified_write) begin
            empty <= 1'b0;
            full <= element_count == NUM_ELEMENTS[ADDRESS_WIDTH:0] - 'd1;
            element_count <= element_count + 'd1;
            write_idx <= write_idx + 'd1;
            read_idx <= read_idx;
        end
        else begin
            empty <= empty;
            full <= full;
            element_count <= element_count;
            write_idx <= write_idx;
            read_idx <= read_idx;
        end
    end
end
always_ff @ (posedge clk) begin
    if (qualified_read) begin
        data_out <= mem[read_idx];
        output_valid <= 1'b1;
    end
    else begin
        data_out <= data_out;
        output_valid <= 1'b0;
    end
end
always_ff @ (posedge clk) begin
    if (qualified_write) begin
        mem[write_idx] <= data_in;
    end
    else begin
        mem[write_idx] <= mem[write_idx];
    end
end
endmodule: fifo_ebr
[design/flow/run.sh]
#!/bin/bash
# OpenROAD 26Q1-2900-gdf79404cd8, Yosys 0.63+post, stock flow scripts
make -C /OpenROAD-flow-scripts/flow DESIGN_CONFIG=/design/flow/config.mk WORK_HOME=/design/flow/orfs finish
[design/flow/config.mk]
export PLATFORM = sky130hd
export DESIGN_NAME = fifo_ebr
export DESIGN_NICKNAME = fifo_ebr
export VERILOG_FILES = /design/flow/design.v
export SDC_FILE = /design/flow/constraint.sdc
export NUM_CORES = 4
export LEC_CHECK = 1
export CORE_UTILIZATION = 30
[design/flow/constraint.sdc]
current_design fifo_ebr

set clk_period 21.8
set clk_io_pct 0.2

create_clock -name clk0 -period $clk_period [get_ports {clk}]

set non_clock_inputs [all_inputs -no_clocks]
set_input_delay [expr $clk_period * $clk_io_pct] -clock clk0 $non_clock_inputs
set_output_delay [expr $clk_period * $clk_io_pct] -clock clk0 [all_outputs]
==> results.json <==
{
  "r2r_start": "read_idx[0]$_SDFFE_PP0P_",
  "ys_seq_share_pct": 77.16,
  "fillers": 6276,
  "fp_util_pct": 30.52,
  "grt_pass1_vias": 10710,
  "edf_count": 528,
  "run_status": "completed",
  "viasPerCell": 4.704,
  "ir_drop_uv": 56.89,
  "drv_slew": 0,
  "ctsRootBufferMaster": "clkbuf_16",
  "ys_warn_count": 1,
  "area_delta_synth_final_pct": 17.32,
  "synth-main-ff-cell": "edfxtp_1",
  "cts_hold_buf": 0,
  "wl_per_cell_um": 21.35,
  "synthArstFlopShare_pct": 0,
  "io_buffers": 38,
  "route.met3.wl_um": 7018,
  "wl_met2_um": 19800,
  "arrival_ns": 6.59,
  "dieHeight_um": 266.8,
  "clock.latency.late_pin_ns": 0.59,
  "drive_above_1_share_pct": 22.34,
  "ioPinCount": 39,
  "drv_cap": 0,
  "drt_iter0_drc": 620,
  "setup_viol": 0,
  "clk_path_buf_depth": 3,
  "cts_setup_buffers": 0,
  "adder_share_pct": 0.4757,
  "crit_path_end_kind": "flop",
  "syn_inst": 1022,
  "hold_class": "flop to flop",
  "grt_setup_unrepaired": "false",
  "yosys.area_share.aoi_pct": 4.275,
  "chipWidth_um": 266.8,
  "core_area_mm2": 0.06895,
  "dr.pass1.iters": 5,
  "vias": 9917,
  "leakagePower_nw": 7.505,
  "dp_hpwl_um": 26390,
  "tightest_slew_ns": 0.7793,
  "skew_ns": 0.01238,
  "grtUsageTotal_pct": 13.81,
  "hold_viol_final": 0,
  "cts_tree": "yes",
  "cts_buffers": 55,
  "flop_area_mm2": 0.01624,
  "tns_ns": 0,
  "power.density_mw_per_mm2": 89.76,
  "overflow": 0,
  "avgSynthCellArea_um2": 20.59,
  "comb_area_mm2": 0.004479,
  "synth.comb.largest_family": "multiplexers",
  "antenna_found_initial": 0,
  "ys_types": 48,
  "routed_wl_um": 45000,
  "yosysChipArea_mm2": 0.02104,
  "synthesis.area_mm2": 0.02104,
  "rows": 96,
  "ctsResizeCount": 0,
  "start_kind": "primary input",
  "ys_sh_xor_pct": 0.3746,
  "wl_met1_um": 17190,
  "max_freq_ghz": 0.1641,
  "num_antenna_cells": 0,
  "gp_routability_congestion": 0.8448,
  "crit_type": "primary input to flop",
  "final_cells": 2108,
  "path_max_fanout": 17,
  "synth.cellmix.simpleShare_pct": 2.587,
  "synth-seq-cells": 547,
  "cp-startpoint": "ready_for_output",
  "postRouteAntennaNets": 0,
  "period_minus_slack_ns": 6.093,
  "finalCritPeriodShare_pct": 27.95,
  "die_area_mm2": 0.07120,
  "cp_data_required_time_ns": 22.30,
  "h-tree-depth": 2,
  "ys_sh_mux_pct": 13.44,
  "min-delay-start": "write_idx[0]$_SDFFE_PP0P_",
  "drc": 0,
  "grt_pass1_wl_um": 67110,
  "slew_headroom_pct": 47.99,
  "path_clk_slew_ns": 0.06,
  "warning_count": 30,
  "grt_max_degree": 42,
  "highest_layer": "met4",
  "cts_sinks": 547,
  "dp_cells": 2007,
  "ys_cells": 1022
}
[routing by layer]
metal	vias up	global-route usage, %
li1	4490	-
met2	416	19.21
met3	60	10.08
met1	4951	18.13
met4	0	2.796
met5	-	0
[area by class of cell]
type / instances / share of cell area [%]
clock inverter: 37 / 1.561
tap: 931 / 4.719
inverter: 6 / 0.09124
clock buffer: 64 / 5.885
multi-input combinational: 411 / 18.15
sequential: 547 / 65.81
timing repair buffer: 112 / 3.791
[placed cells by master (no fill, tap or decap), types with 6 or more instances in the layout]
| cell | count |
|---|---|
| mux4_1 | 7 |
| nor2_1 | 40 |
| clkbuf_1 | 7 |
| nand4_1 | 7 |
| o221ai_1 | 16 |
| dfxtp_1 | 16 |
| a21oi_1 | 35 |
| mux4_2 | 88 |
| clkbuf_16 | 57 |
| mux2i_1 | 65 |
| a22o_1 | 15 |
| clkinv_1 | 12 |
| a2111oi_1 | 6 |
| inv_1 | 6 |
| a22oi_1 | 17 |
| clkinv_2 | 13 |
| nor3_1 | 7 |
| nand2_1 | 16 |
| ha_1 | 8 |
| o22ai_1 | 15 |
| xor2_1 | 6 |
| clkdlybuf4s50_1 | 38 |
| bufinv_16 | 8 |
| edfxtp_1 | 528 |
| a2111oi_0 | 6 |
| buf_4 | 74 |
[cell families after synthesis]
family                   Yosys count
multiplexers                     161
adder cells (fa/ha/maj)            8
buffers and inverters             64
AND/OR/NAND/NOR                  110
flip-flops                       547
AND-OR/OR-AND                    123
XOR/XNOR                           9
[worst paths after layout]
kind | endpoint | depth (start not counted) | slack [ns]
min | write_idx[0]$_SDFFE_PP0P_ | 2 | 0.53
max | element_count[3]$_SDFFE_PP0P_ | 7 | 15.71
min reg2reg | write_idx[0]$_SDFFE_PP0P_ | 2 | 0.53
max reg2reg | data_out[15]$_DFFE_PP_ | 5 | 18.32
[cell usage after synthesis, drive strengths merged (3+ instances only)]
cell type	instances	area (um^2)
edfxtp	528	15860
mux4	95	2166
mux2i	65	650.6
nor2	45	168.9
a21oi	35	175.2
buf	29	224.0
clkbuf	29	108.9
dfxtp	19	380.4
a22oi	17	127.6
nand2	16	60.06
o221ai	16	140.1
a2111oi	15	156.4
a22o	15	131.4
o22ai	15	93.84
ha	8	100.1
nor3	8	40.04
nand4	7	43.79
inv	6	22.52
xor2	6	52.55
nand3	5	25.02
nand3b	5	37.54
a21boi	3	22.52
and3	3	18.77
and3b	3	26.28
nand2b	3	18.77
nor2b	3	18.77
nor3b	3	22.52
or3	3	18.77
xnor2	3	26.28
[where the power goes]
| part | switching, mW | internal (mW) |
|---|---|---|
| Sequential | 0.00590 | 1.16 |
| Clock | 0.378 | 0.570 |
| Combinational | 0.0577 | 0.0432 |
| Total | 0.442 | 1.77 |
[worst max-delay path, cell delays in order]
cell	delay [ns]
clkdlybuf4s50_1	0.50
nand2b_1	0.17
inv_1	0.58
buf_4	0.42
nand4b_1	0.17
and3b_1	0.21
nor3_1	0.16
[state kept, by name, summed over array words and instances, names as in the netlist]
register and cells:
mem 512, data_out 16, element_count 6, read_idx 5
write_idx 5, empty 1, full 1, output_valid 1
[metrics by stage]
step                setup WS [ns]  util, %  hold WS [ns]  power (mW)  cell area, um^2
finish                      15.71    35.80        0.5311       2.216            24680
CTS                         15.76    35.80        0.5343       2.243            24680
detailed placement          15.14    33.14        0.5240       1.292            22850
global placement            15.22    33.14        0.4949       1.290            22850
global route                15.56    35.80        0.5516       2.288            24680
floorplan                   14.99        -        0.4578       1.244            21040
No activity file was given, so power comes from the tool's default toggle rates.
