## ./design.v

```verilog
package accel_pkg;
typedef struct packed{
    logic signed[15:0] x;
    logic signed[15:0] y;
    logic signed[15:0] z;
    logic signed[15:0] v;
} accel_data_t;
endpackage: accel_pkg
module sp_ram
#(parameter DATA_WIDTH=8, MEM_SIZE=64)
(
    input logic clk,
    input logic write_en,
    input logic [$clog2(MEM_SIZE)-1:0] address,
    input logic [DATA_WIDTH-1:0] data_in,
    output logic [DATA_WIDTH-1:0] data_out
);
logic[DATA_WIDTH-1:0] mem [MEM_SIZE-1:0];
initial begin
    for(int i=0; i<MEM_SIZE;i++) begin
        mem[i] = 'd0;
    end
end
always_ff @(posedge clk) begin
    if (write_en) begin
        mem[address] <= data_in;
    end
    else begin 
        data_out <= mem[address];
    end
end
endmodule: sp_ram
```

## ./run.sh

```bash
#!/bin/bash
# OpenROAD 26Q1-2900-gdf79404cd8, Yosys 0.63+post, stock flow scripts
make -C /OpenROAD-flow-scripts/flow DESIGN_CONFIG=/design/flow/config.mk WORK_HOME=/design/flow/orfs finish
```

## ./config.mk

```make
export PLATFORM = sky130hd
export DESIGN_NAME = sp_ram
export DESIGN_NICKNAME = sp_ram
export VERILOG_FILES = /design/flow/design.v
export SDC_FILE = /design/flow/constraint.sdc
export NUM_CORES = 4
export LEC_CHECK = 1
export CORE_UTILIZATION = 50
```

## ./constraint.sdc

```tcl
current_design sp_ram

set clk_period 9.7
set clk_io_pct 0.2

create_clock -name clk0 -period $clk_period [get_ports {clk}]

set non_clock_inputs [all_inputs -no_clocks]
set_input_delay [expr $clk_period * $clk_io_pct] -clock clk0 $non_clock_inputs
set_output_delay [expr $clk_period * $clk_io_pct] -clock clk0 [all_outputs]
```

==> impl_metrics.ini <==
; flow metrics
[setup_path]
crit_arrival_ns = 5.13
reg2reg_to = data_out[5]$_DFFE_PN_
worst_ep_required_time_ns = 9.92
path_common_cell = buf_4
endpoint_kind = register
critPathBufInv = 3
path_delay_family = simple AND/OR/NAND/NOR gates
cp_cell_sequence = buf_4, buf_4, and2_2, buf_4, nand2_1, nor2_1
r2r-start = mem[28][5]$_DFFE_PP_
critical_path_class = input port to register
startpoint = address[1]
critPathLaunchType = input port
rr_worst_depth = 6
critical-path-max-stage-delay_ns = 0.77
cp_max_fo = 47
crit_cells = 6
crit_path_top_delay_cell = nand2_1
rrSetupSlack_ns = 7.36

[cts]
postCtsSetupRepairBufs = 0
h-tree-depth = 2
clk_pin_slew_ns = 0.06
cts_num_sinks = 520
cts_resized = 0
cts_root_buf = clkbuf_16
cts_tree = built
clk_latency_ns = 0.61
cts_made_buffers = 52
cts_hold_buffers = 0
clk_path_buf_depth = 3

[power]
irDropWorstVdd_mv = 0.118
leakage_uw = 0.00706
power_density_mw_per_mm2 = 210

[timing]
drv_slew = 0
relSlewSlack_pct = 31.4
fin_crit_sh_pct = 50.6
tns_ns = 0
worst_pin_slew_ns = 1.02
hold_slack_ns = 0.841
hold_viol_final = 0
rsz0062_at_grt = no
finClkSkew_ns = 0.0367
setup_viol = 0
min_period_ns = 4.91
fmax_ghz = 0.204

[cells_and_area]
nFillCells = 2969
drive_above_1_share_pct = 13.3
syn_to_final_growth_pct = 12.0

[global_route]
grtUsageTotal_pct = 29.9
grt_pass1_vias = 11900
grt_pass1_wl_um = 79000
antenna_found_initial = 4
grt_max_degree = 65
gr-total-overflow = 0

[drt]
antenna_cells = 0
drt_iter0_drc = 768
drc = 0
viasPerCell = 6.43
drtAntennaViolNets = 0
wl_per_cell_um = 30.3
first_pass_iters = 5
vias = 11300
wirelength_um = 53400

[synthesis]
edf_count = 520
synthCells = 1167
top_area_share_pct = 77.6
ys_cells = 1167
netlist_area_mm2 = 0.0201
common_cells = edfxtp_1 (520), nor2_1 (82), a22oi_1 (80), a221oi_1 (64), mux2i_1 (44)
dominantRegCellSynth = edfxtp_1
synth_flops = 520
top_cell = edfxtp_1
yosys.area.top_type = edfxtp_1
syn_avg_cell_area_um2 = 17.2
synth_cell_types = 47
ys_seq_share_pct = 77.6
synth_async_sr_flop_share_pct = 0
ys_warn_count = 1
ys_area_mm2 = 0.0201
synthTopCellsByArea = edfxtp_1 (78%), a22oi_1 (3.0%), a221oi_1 (2.8%), mux2i_1 (2.2%), mux4_2 (1.9%)

[die]
die_area_mm2 = 0.0411
core-area_mm2 = 0.0397
die_x_um = 203
rows = 73
fp-utilization_pct = 50.7
die_y_um = 203
io_pins = 24

[worst_hold_path]
hp-start = mem[61][0]$_DFFE_PP_
holdPathEnd = data_out[0]$_DFFE_PN_
hp-class = register to register
hold_path_depth = 3

[run]
warnings = 25
maxCapViolations = 0

[place]
port_buffers = 23
gp_congestion = 0.957
dpl.hpwl_um = 30700

[outcome]
run_status = finished clean
## worst reg2reg max path, delay by kind of cell (launching register included)
| family | cells | cell delay (ns) |
|---|---|---|
| AND-OR/OR-AND | 3 | 0.96 |
| AND/OR/NAND/NOR | 2 | 0.52 |
| flip-flops | 1 | 0.36 |
| multiplexers | 1 | 0.28 |
## cells in the final DEF, fill, tap and decap left out, drive strengths merged, types with 2 or more instances in the layout
cell type / n
bufinv: 6
nor2b: 7
mux4: 19
mux2: 15
a221o: 5
or2: 3
nor4: 4
clkdlybuf4s50: 12
o31ai: 2
or3: 6
o221ai: 11
a311oi: 4
a221oi: 64
and2: 2
clkinv: 21
clkbuf: 65
inv: 6
mux2i: 44
nand4: 2
a22o: 11
o211ai: 4
o32ai: 5
a21oi: 21
a211oi: 6
a22oi: 80
o22a: 8
a32oi: 2
or4: 6
nor3: 18
nor2: 83
buf: 53
nand3: 14
nand2b: 3
o22ai: 37
o21ai: 34
edfxtp: 520
nand2: 28
## where the power goes
part | leakage, uW | internal, uW | switching, uW
logic | 0.00156 | 73.6 | 179
clock network | 0.000815 | 1160 | 820
registers | 0.00468 | 2490 | 6.93
total | 0.00706 | 3720 | 1010
## metrics by stage
| step | std cells | area [um^2] | setup WS [ns] | total power, uW | util [%] |
|---|---|---|---|---|---|
| finish | 1763 | 22500 | 4.79 | 4730 | 56.7 |
| global route | 1763 | 22500 | 4.74 | 4860 | 56.7 |
| CTS | 1763 | 22500 | 4.93 | 4750 | 56.7 |
| detailed placement | 1669 | 20900 | 4.31 | 2800 | 52.6 |
| global placement | 1669 | 20900 | 4.36 | 2800 | 52.6 |
| floorplan | 1167 | 20100 | 5.79 | 2670 | - |
## logic make-up after synthesis
family                 after synthesis  synth area share [%]
buffers and inverters               92                  2.22
AND-OR/OR-AND                      299                  11.0
multiplexers                        78                  5.19
AND/OR/NAND/NOR                    178                  4.05
flip-flops                         520                  77.6
## per-layer routing
layer / wire length (um) / track usage, %
met5: 70 / 1.43
met4: 1600 / 7.20
met3: 8030 / 18.5
met2: 24600 / 41.7
met1: 19100 / 44.2
## worst max-delay path by stage
stage	to	slack, ns
6_report	mem[35][7]$_DFFE_PP_	4.79
4_1_cts	mem[43][1]$_DFFE_PP_	4.93
5_1_grt	mem[19][5]$_DFFE_PP_	4.74
## registers in the layout, indices dropped and copies added, names as in the netlist
signal,count
mem,512
data_out,8
## layout make-up
type                    instances  area (um^2)  share of cell area [%]
clock buffers                  65         1370                    6.08
clock inverters                29          292                    1.29
inverters                       4         15.0                  0.0666
multi-input cells             555         4100                    18.2
flip-flops and latches        520        15600                    69.3
well taps                     525          657                    2.91
repair buffers                 65          498                    2.21
Power figures rest on the tool's default switching activity, not on a simulated workload.
