==> ./design.v <==
package accel_pkg;
typedef struct packed{
    logic signed[15:0] x;
    logic signed[15:0] y;
    logic signed[15:0] z;
    logic signed[15:0] v;
} accel_data_t;
endpackage: accel_pkg
module uart
#(
    parameter BAUD_DIV=52,
    parameter RX_SAMPLE_OFFSET=26
)
(
    input logic clk,
    input logic reset,
    input logic rx,
    output logic tx,
    input logic write_strobe_i,
    input logic read_strobe_i,
    input logic [7:0] write_data_i,
    output logic [7:0] read_data_o,
    output logic read_valid_o,
    output logic tx_ready_o,
    output logic rx_ready_o
);
logic tx_uclk_strobe, rx_uclk_strobe;
logic [5:0] tx_uclk_count, rx_uclk_count;
typedef enum logic [2:0] {
    RX_IDLE,
    RX_WAIT_START_DONE,
    RX_DATA,
    RX_WAIT_STOP,
    RX_WAIT_READ,
    RX_READ_STROBE
} uart_rx_t;
uart_rx_t rx_uart_state, rx_uart_next_state;
typedef enum logic [1:0] {
    TX_IDLE,
    TX_WAIT_START_DONE,
    TX_DATA,
    TX_WAIT_STOP
} uart_tx_t;
uart_tx_t tx_uart_state, tx_uart_next_state;
logic [2:0] rx_sample_count, tx_sample_count;
always_ff @(posedge clk) begin
    if (reset) begin
        rx_sample_count <= '0;
    end
    else begin
        if (rx_uart_state == RX_DATA) begin
            if (rx_uclk_strobe) begin
                rx_sample_count <= rx_sample_count + 1;
            end
            else begin
                rx_sample_count <= rx_sample_count;
            end
        end
        else begin
            rx_sample_count <= '0;
        end
    end
end
always_ff @(posedge clk) begin
    if (reset) begin
        tx_sample_count <= '0;
    end
    else begin
        if (tx_uart_state == TX_DATA) begin
            if (tx_uclk_strobe) begin
                tx_sample_count <= tx_sample_count + 1;
            end
            else begin
                tx_sample_count <= tx_sample_count;
            end
        end
        else begin
            tx_sample_count <= '0;
        end
    end
end
always_ff @(posedge clk) begin
    if (reset) begin
        tx_uclk_count <= '0;
        tx_uclk_strobe <= 1'b0;
    end
    else begin
        if (tx_uart_state != TX_IDLE) begin
            if (tx_uclk_count < BAUD_DIV - 1) begin
                tx_uclk_count <= tx_uclk_count + 1;
                tx_uclk_strobe <= 1'b0;
            end
            else begin
                tx_uclk_count <= '0;
                tx_uclk_strobe <= 1'b1;
            end
        end
        else begin
            tx_uclk_count <= '0;
            tx_uclk_strobe <= 1'b0;
        end
    end
end
always_ff @(posedge clk) begin
    if (reset) begin
        rx_uclk_count <= '0;
        rx_uclk_strobe <= 1'b0;
    end
    else begin
        if (rx_uart_state != RX_IDLE) begin
            if (rx_uclk_count < BAUD_DIV - 1) begin
                rx_uclk_count <= rx_uclk_count + 1;
                if (rx_uclk_count == RX_SAMPLE_OFFSET) begin
                    rx_uclk_strobe <= 1'b1;
                end
                else begin
                    rx_uclk_strobe <= 1'b0;
                end
            end
            else begin
                rx_uclk_count <= '0;
                rx_uclk_strobe <= 1'b0;
            end
        end
        else begin
            rx_uclk_count <= '0;
            rx_uclk_strobe <= 1'b0;
        end
    end
end
always_ff @(posedge clk) begin
    if (reset) begin
        rx_uart_state <= RX_IDLE;
    end
    else begin
        rx_uart_state <= rx_uart_next_state;
    end
end
always_comb begin
    case (rx_uart_state)
        RX_IDLE: begin
            if (~rx) begin
                rx_uart_next_state = RX_WAIT_START_DONE;
            end
            else begin
                rx_uart_next_state = RX_IDLE;
            end
        end
        RX_WAIT_START_DONE: begin
            if (rx_uclk_strobe) begin
                rx_uart_next_state = RX_DATA;
            end
            else begin
                rx_uart_next_state = RX_WAIT_START_DONE;
            end
        end
        RX_DATA: begin
            if (rx_sample_count == 7 && rx_uclk_strobe) begin
                rx_uart_next_state = RX_WAIT_STOP;
            end
            else begin
                rx_uart_next_state = RX_DATA;
            end
        end
        RX_WAIT_STOP: begin
            if (rx) begin
                rx_uart_next_state = RX_WAIT_READ;
            end
            else begin
                rx_uart_next_state = RX_WAIT_STOP;
            end
        end
        RX_WAIT_READ: begin
            if (read_strobe_i) begin
                rx_uart_next_state = RX_READ_STROBE;
            end
            else if (~rx) begin
                rx_uart_next_state = RX_IDLE;
            end
            else begin
                rx_uart_next_state = RX_WAIT_READ;
            end
        end
        RX_READ_STROBE: begin
            rx_uart_next_state = RX_IDLE;
        end
        default: begin
            rx_uart_next_state = RX_IDLE;
        end
    endcase
end
always_comb begin
    case (rx_uart_state)
        RX_IDLE: begin
            rx_ready_o = 1'b0;
            read_valid_o = 1'b0;
        end
        RX_WAIT_START_DONE: begin
            rx_ready_o = 1'b0;
            read_valid_o = 1'b0;
        end
        RX_DATA: begin
            rx_ready_o = 1'b0;
            read_valid_o = 1'b0;
        end
        RX_WAIT_STOP: begin
            rx_ready_o = 1'b0;
            read_valid_o = 1'b0;
        end
        RX_WAIT_READ: begin
            rx_ready_o = 1'b1;
            read_valid_o = 1'b0;
        end
        RX_READ_STROBE: begin
            rx_ready_o = 1'b0;
            read_valid_o = 1'b1;
        end
        default: begin
            rx_ready_o = 1'b0;
            read_valid_o = 1'b0;
        end
    endcase
end
logic [7:0] rx_data_reg;
logic rx_sync_in;
always_ff @ (posedge clk) begin
    rx_sync_in <= rx;
end
genvar i;
generate
    for (i=7; i>=0; i--) begin: gen_shift_rx
        always_ff @ (posedge clk) begin
            if (reset) begin
                rx_data_reg[i] <= 1'b1;
            end
            else begin
                if (rx_uart_state == RX_DATA && rx_uclk_strobe) begin
                    if(i==7) begin
                        rx_data_reg[i] <= rx_sync_in;
                    end
                    else begin
                        rx_data_reg[i] <= rx_data_reg[i+1];
                    end
                end
                else begin
                    rx_data_reg[i] <= rx_data_reg[i];
                end
            end
        end
    end
endgenerate
assign read_data_o = read_valid_o ? rx_data_reg: '0;
always_ff @(posedge clk) begin
    if (reset) begin
        tx_uart_state <= TX_IDLE;
    end
    else begin
        tx_uart_state <= tx_uart_next_state;
    end
end
always_comb begin
    case (tx_uart_state)
        TX_IDLE: begin
            if (write_strobe_i) begin
                tx_uart_next_state = TX_WAIT_START_DONE;
            end
            else begin
                tx_uart_next_state = TX_IDLE;
            end
        end
        TX_WAIT_START_DONE: begin
            if (tx_uclk_strobe) begin
                tx_uart_next_state = TX_DATA;
            end
            else begin
                 tx_uart_next_state = TX_WAIT_START_DONE;
            end
        end
        TX_DATA: begin
            if (tx_sample_count == 7 && tx_uclk_strobe) begin
                tx_uart_next_state = TX_WAIT_STOP;
            end
            else begin
                 tx_uart_next_state = TX_DATA;
            end
        end
        TX_WAIT_STOP: begin
            if (tx_uclk_strobe) begin
                tx_uart_next_state = TX_IDLE;
            end
            else begin
                 tx_uart_next_state = TX_WAIT_STOP;
            end
        end
        default: begin
            tx_uart_next_state = TX_IDLE;
        end
    endcase
end
logic [7:0] tx_data_reg;
logic tx_comb;
always_comb begin
    case (tx_uart_state)
        TX_IDLE: begin
           tx_ready_o = 1'b1;
           tx_comb = 1'b1;
        end
        TX_WAIT_START_DONE: begin
            tx_ready_o = 1'b0;
            tx_comb = 1'b0;
        end
        TX_DATA: begin
            tx_ready_o = 1'b0;
            tx_comb = tx_data_reg[tx_sample_count];
        end
        TX_WAIT_STOP: begin
            tx_ready_o = 1'b0;
            tx_comb = 1'b1;
        end
        default: begin
            tx_ready_o = 1'b0;
            tx_comb = 1'b0;
        end
    endcase
end
always_ff @ (posedge clk) begin
    tx <= tx_comb;
end
always_ff @(posedge clk) begin
    if (reset) begin
        tx_data_reg <= '0;
    end
    else begin
        if (write_strobe_i) begin
            tx_data_reg <= write_data_i;
        end
        else begin
            tx_data_reg <= tx_data_reg;
        end
    end
end
endmodule: uart
==> ./run.sh <==
#!/bin/bash
# OpenROAD 26Q1-2900-gdf79404cd8, Yosys 0.63+post, stock flow scripts
make -C /OpenROAD-flow-scripts/flow DESIGN_CONFIG=/design/flow/config.mk WORK_HOME=/design/flow/orfs finish
==> ./config.mk <==
export PLATFORM = sky130hd
export DESIGN_NAME = uart
export DESIGN_NICKNAME = uart
export VERILOG_FILES = /design/flow/design.v
export SDC_FILE = /design/flow/constraint.sdc
export NUM_CORES = 4
export LEC_CHECK = 1
export CORE_UTILIZATION = 40
==> ./constraint.sdc <==
current_design uart

set clk_period 2.8
set clk_io_pct 0.2

create_clock -name clk0 -period $clk_period [get_ports {clk}]

set non_clock_inputs [all_inputs -no_clocks]
set_input_delay [expr $clk_period * $clk_io_pct] -clock clk0 $non_clock_inputs
set_output_delay [expr $clk_period * $clk_io_pct] -clock clk0 [all_outputs]
==> metrics.csv <==
metric,value,unit
via_per_inst,4.94,
finalNonFillerCells,268,
ys_seq_share,44.6,%
via_count,1325,
first_iter_violations,46,
post-route-period-util,81.0,%
syn_avg_cell_area,9.95,um2
grt_max_degree,17,
edf_count,0,
startpoint_type,flip-flop,
top_cells_by_area,"dfxtp_1 (45%), ha_1 (7.8%), mux2i_1 (7.3%)",
drive_gt1_share,6.94,%
finalMaxSlewViolations,0,
antenna_found_initial,0,
finalHoldViolCount,0,
place_hpwl,2270,um
highest_layer,met4,
critPathKind,flip-flop to output port,
core_area,4500,um2
p_per_area,493,nW/um2
ys.flop_type,dfxtp_1,
r2r_end,rx_data_reg[5],
yosys.cell_types.count,40,
cts_tree,done,
worstReg2RegStart,rx_uart_state[1],
fin_crit,2270,ps
reg2reg_depth,4,
ant_nets,0,
route.detailed.drc,0,
io_buffers,24,
endpoint,read_data_o[7],
grt_overflow,0,
area_growth,17.1,%
clock_skew,6.61,ps
worstPathMaxFanout,11,
timing.fmax,441,MHz
synthCells,194,
cpPeakStageDelay,510,ps
core_util_floorplan,42.9,%
drt-total-wl,3150,um
worst_slack,531,ps
status,completed,
ctsResizeCount,0,
clockBufferDepth,2,
cp.arrival,1710,ps
cp_cell_sequence,and3b_2 > and2_1 > clkdlybuf4s50_1,
tns,0,ps
dp_cells,260,
wl_per_cell,11.8,um
grt_pass1_vias,1227,
die_x,71.5,um
routabilityCongestion,0.823,
critPathSlowestCell,dfxtp_1,
grt_pass1_wl,5540,um
wl_met3,112,um
wl_met1,1680,um
yosys_cells,194,
vdd_drop_max,0.000261,V
syn-cell-area,1930,um2
worstMarginPinSlew,568,ps
setup-violations-final,0,
n_antenna_cell,0,
cts_sinks,43,
synthArstFlopShare,0,%
num_rows,24,
cts_hold_buf,0,
ys_ff,43,
root_buffer,clkbuf_8,
dr_wl_met2,1330,um
htreeDepth,2,
die_h,71.5,um
pre_cts_ws,785,ps
yosysWarnings,1,
cts_buffers,5,
max_cap_viol_count,0,
rsz0062_at_grt,no,
post_cts_buffers,0,
slew_headroom,62.1,%
top_area_share,44.6,%
required,2240,ps
synth_chip_area,1930,um2
drtPass1Iterations,4,
synth_area_leader_cell,dfxtp_1,
setup.worst_path.start,rx_uart_state[0],
tool_warnings,30,
p_leak,0.000877,uW
clk_pin_slew_worst_paths,70,ps
end_kind,output port,
total_power,1110,uW
worstHoldPathCells,1,
clock_latency,280,ps
die_area,5110,um2
hp-class,flip-flop to flip-flop,
io_pins,25,
grt_usage,13.7,%
ff2ff_setup_slack,1090,ps
==> power breakdown <==
group | total (uW) | leakage, uW | switching [uW] | internal (uW)
Sequential | 633 | 0.000350 | 9.23 | 624
Clock | 418 | 0.0000515 | 193 | 225
Combinational | 62.6 | 0.000476 | 26.1 | 36.5
==> cell type report <==
class	count	area, um2
well taps	52	65.1
inverters	3	11.3
multi-input cells	137	976
flip-flops and latches	43	861
fillers	383	2240
clock buffers	8	100
repair buffers	25	248
==> worst max-delay path: cells and delay by family, from the launching register on <==
family / cells / cell delay, ps
AND/OR/NAND/NOR: 2 / 470
buffers and inverters: 1 / 450
flip-flops: 1 / 510
==> metrics by stage <==
step	cell area [um2]	hold WS, ps	util (%)
2_1_floorplan	1930	412	-
3_3_place_gp	2160	424	48.0
3_5_place_dp	2160	425	48.0
4_1_cts	2260	443	50.2
5_1_grt	2260	484	50.2
6_report	2260	446	50.2
==> cell usage after synthesis, types with 2 or more instances <==
cell / n
buf_6: 3
o22a_1: 2
and3_1: 2
ha_1: 12
nor2b_1: 6
clkbuf_1: 5
buf_2: 2
and3b_2: 2
nor3_1: 5
a211o_1: 8
a21oi_1: 3
dfxtp_1: 43
mux2i_1: 14
and2_1: 8
nor2_1: 33
nand3_1: 6
inv_1: 3
nand2_1: 8
nor2b_2: 2
xor2_1: 4
xnor2_1: 4
==> placed cells by master (no fill, tap or decap), types with 2 or more instances in the layout <==
cell	count
a211o_1	8
a21oi_1	3
and2_1	8
and3_1	2
and3b_2	2
clkbuf_8	7
clkdlybuf4s50_1	24
dfxtp_1	43
ha_1	12
inv_1	3
mux2i_1	14
nand2_1	8
nand3_1	6
nor2_1	33
nor2b_1	6
nor2b_2	2
nor3_1	5
o22a_1	2
xnor2_1	4
xor2_1	4
==> kinds of logic after synthesis <==
| family | Yosys count | share of synthesized area, % |
|---|---|---|
| AOI/OAI and AO/OA | 21 | 8.43 |
| xor gates and xnor gates | 8 | 3.63 |
| adders and majority gates | 12 | 7.78 |
| buffers and inverters | 14 | 4.86 |
| DFF | 43 | 44.6 |
| muxes | 17 | 9.59 |
| and+or+nand+nor | 79 | 21.1 |
==> layer usage <==
| layer | global-route usage [%] | up-vias |
|---|---|---|
| met4 | 1.53 | 0 |
| met1 | 20.8 | 598 |
| met3 | 3.85 | 2 |
| li1 | - | 703 |
| met5 | 0 | - |
| met2 | 21.0 | 22 |
==> worst min-delay path by stage <==
stage / from / end / slack (ps)
CTS: rx_sync_in / rx_data_reg[7] / 440
global route: rx_sync_in / rx_data_reg[7] / 480
finish: rx_sync_in / rx_data_reg[7] / 450
No activity file was given, so power comes from the tool's default toggle rates.
